[/design/flow/design.v]
module comparator (Sign , DOut1, DOut2);
output Sign;
input wire[7:0] DOut1, DOut2;
assign Sign = (DOut2>DOut1) ? 1 : 0;
endmodule 
[/design/flow/run.sh]
#!/bin/bash
# OpenROAD 26Q1-2900-gdf79404cd8, Yosys 0.63+post, stock flow scripts
make -C /OpenROAD-flow-scripts/flow DESIGN_CONFIG=/design/flow/config.mk WORK_HOME=/design/flow/orfs finish
[/design/flow/config.mk]
export PLATFORM = sky130hd
export DESIGN_NAME = comparator
export DESIGN_NICKNAME = comparator
export VERILOG_FILES = /design/flow/design.v
export SDC_FILE = /design/flow/constraint.sdc
export NUM_CORES = 4
export LEC_CHECK = 1
export CORE_AREA = 10 10 70 70
export DIE_AREA = 0 0 80 80
[/design/flow/constraint.sdc]
current_design comparator

set clk_period 2.6
set clk_io_pct 0.2

create_clock -name clk0 -period $clk_period

set non_clock_inputs [all_inputs -no_clocks]
set_input_delay [expr $clk_period * $clk_io_pct] -clock clk0 $non_clock_inputs
set_output_delay [expr $clk_period * $clk_io_pct] -clock clk0 [all_outputs]
==> impl_results.html <==
<!-- implementation run metrics -->
<table>
<tr><th>Metric</th><th>Value</th></tr>
<tr><th colspan="2">Routing</th></tr>
<tr><td>Via count</td><td>247</td></tr>
<tr><td>Number of inserted diodes</td><td>0</td></tr>
<tr><td>Aggregate routed wire length</td><td>793 µm</td></tr>
<tr><td>Routed Antenna Nets</td><td>0</td></tr>
<tr><td>Post-DR vias/cell</td><td>2.74</td></tr>
<tr><td>Violation tally from detailed-route iteration zero</td><td>2</td></tr>
<tr><td>DRC violations left</td><td>0</td></tr>
<tr><td>Routed wire length per instance</td><td>8.81 µm</td></tr>
<tr><td>Drt pass-1 iters</td><td>4</td></tr>
<tr><th colspan="2">Job</th></tr>
<tr><td>OpenROAD warning count</td><td>32</td></tr>
<tr><td>Tally of max-capacitance violations</td><td>0</td></tr>
<tr><th colspan="2">Worst hold path</th></tr>
<tr><td>Worst hold path stage count</td><td>7</td></tr>
<tr><td>Hold WC Path Type</td><td>in2out</td></tr>
<tr><th colspan="2">Power and ir drop</th></tr>
<tr><td>Part of the total power dissipated in sequential elements</td><td>0%</td></tr>
<tr><td>Sw Pwr</td><td>31.5 µW</td></tr>
<tr><td>Worst ir drop on vdd</td><td>0.0553 mV</td></tr>
<tr><td>Internal power of the cells</td><td>48.9 µW</td></tr>
<tr><td>Static Leakage</td><td>0.000200 µW</td></tr>
<tr><td>Sw frac</td><td>39.2%</td></tr>
<tr><td>Combinational share of power</td><td>100.0%</td></tr>
<tr><td>P per Cell Area</td><td>150 mW/mm²</td></tr>
<tr><td>Clock power share</td><td>0%</td></tr>
<tr><th colspan="2">Worst setup path</th></tr>
<tr><td>Data arrival time of the critical path</td><td>1.92 ns</td></tr>
<tr><td>Critical path start-end classification</td><td>in2out</td></tr>
<tr><td>Category of the worst setup path capture point</td><td>primary output</td></tr>
<tr><td>Critical Path Start Type</td><td>primary input</td></tr>
<tr><td>Critical path required time</td><td>2.08 ns</td></tr>
<tr><td>Largest fanout of any net on the critical path</td><td>3</td></tr>
<tr><th colspan="2">CTS</th></tr>
<tr><td>Number of hold buffers added after cts</td><td>0</td></tr>
<tr><th colspan="2">Timing</th></tr>
<tr><td>Final setup violation count</td><td>0</td></tr>
<tr><td>Worst slew pin tran</td><td>0.137 ns</td></tr>
<tr><td>RSZ-0062 raised after global routing</td><td>no</td></tr>
<tr><td>Achievable Freq</td><td>410 MHz</td></tr>
<tr><td>Count of pins over their slew limit</td><td>0</td></tr>
<tr><td>Worst slew slack as a fraction of its limit</td><td>90.8%</td></tr>
<tr><td>Period minus WS final</td><td>2.44 ns</td></tr>
<tr><td>Number of hold violations in the final report</td><td>0</td></tr>
<tr><td>Ratio of final minimum period to clock period</td><td>93.9%</td></tr>
<tr><th colspan="2">Logic synthesis</th></tr>
<tr><td>Sequential area share after synthesis</td><td>0%</td></tr>
<tr><td>Gate Count Post-Synth</td><td>27</td></tr>
<tr><td>Netlist area before placement</td><td>216 µm²</td></tr>
<tr><td>Distinct lib cells</td><td>11</td></tr>
<tr><td>Leading cell types by total area after synthesis</td><td>sky130_fd_sc_hd__ha_1 46%, sky130_fd_sc_hd__inv_1 14%, sky130_fd_sc_hd__a21oi_1 6.9%</td></tr>
<tr><td>Chip area from the yosys synthesis statistics</td><td>216 µm²</td></tr>
<tr><td>Yosys warning total</td><td>0</td></tr>
<tr><td>Largest type area fraction</td><td>46.2%</td></tr>
<tr><td>Synth top cells by count</td><td>8 x sky130_fd_sc_hd__ha_1, 8 x sky130_fd_sc_hd__inv_1, 3 x sky130_fd_sc_hd__a21oi_1</td></tr>
<tr><td># Cells Yosys</td><td>27</td></tr>
<tr><td>Average instance area after synthesis</td><td>8.02 µm²</td></tr>
<tr><td>Library cell occupying the most area in the post-synthesis netlist</td><td>sky130_fd_sc_hd__ha_1</td></tr>
<tr><th colspan="2">Floorplan</th></tr>
<tr><td>Starting density of the core</td><td>6.34%</td></tr>
<tr><td>Width of the chip</td><td>80 µm</td></tr>
<tr><td>Die outline height</td><td>80 µm</td></tr>
<tr><td>Chip area</td><td>0.00640 mm²</td></tr>
<tr><td>Top-Level Pins</td><td>17</td></tr>
<tr><td>Floorplan row count</td><td>21</td></tr>
<tr><td>Placeable Area</td><td>0.00342 mm²</td></tr>
<tr><th colspan="2">Layout</th></tr>
<tr><td>Number of sequential storage elements</td><td>0</td></tr>
<tr><td>Final core occ</td><td>15.7%</td></tr>
<tr><td>Post-layout instance count excluding filler cells</td><td>90</td></tr>
<tr><td>Area taken by flip-flops and latches</td><td>0 µm²</td></tr>
<tr><td>Filler Cell Count</td><td>390</td></tr>
<tr><td>Clock buffer count</td><td>0</td></tr>
<tr><td>Layout overhead on the synthesized area</td><td>148%</td></tr>
<tr><td>Share of layout cells above drive strength 1</td><td>45.5%</td></tr>
<tr><td>Post-route cell area</td><td>537 µm²</td></tr>
<tr><th colspan="2">Place</th></tr>
<tr><td># placed instances</td><td>90</td></tr>
<tr><td>Detailed placer's ending HPWL</td><td>647 µm</td></tr>
<tr><td>Weighted congestion reported at the end of routability-driven placement</td><td>0.803</td></tr>
<tr><td>Port buffer count</td><td>17</td></tr>
<tr><td>Post-Place Cell Area</td><td>444 µm²</td></tr>
<tr><th colspan="2">GRT</th></tr>
<tr><td>All-Layer GR Usage</td><td>2.42%</td></tr>
<tr><td>Number of antenna violations at the first check in global routing</td><td>0</td></tr>
<tr><td>Pin count of the biggest net entering global routing</td><td>4</td></tr>
<tr><td>Vias in the first global route</td><td>279</td></tr>
<tr><td>Total congestion overflow</td><td>0</td></tr>
<tr><td>Global-route wire length before repair</td><td>1.32 mm</td></tr>
<tr><th colspan="2">Run status</th></tr>
<tr><td>Outcome</td><td>finished clean</td></tr>
</table>
[repair_timing]
| item | CTS | global route |
|---|---|---|
| setup endpoints to repair | 1 | 0 |
| resized | 26 | 0 |
| setup buffers | 0 | 0 |
[power by group through the flow]
stage         registers, µW  clock network [µW]  logic [µW]
CTS                       0                   0        80.0
global route              0                   0        89.4
finish                    0                   0        80.4
[layout by cell type, fill, tap and decap left out]
| master | Yosys | routed |
|---|---|---|
| sky130_fd_sc_hd__inv_2 | 0 | 7 |
| sky130_fd_sc_hd__nand4_1 | 1 | 1 |
| sky130_fd_sc_hd__nor2b_4 | 1 | 1 |
| sky130_fd_sc_hd__nand2_1 | 1 | 1 |
| sky130_fd_sc_hd__a21oi_2 | 1 | 2 |
| sky130_fd_sc_hd__o21ai_1 | 0 | 1 |
| sky130_fd_sc_hd__ha_2 | 0 | 1 |
| sky130_fd_sc_hd__o22a_1 | 1 | 1 |
| sky130_fd_sc_hd__a21oi_1 | 3 | 2 |
| sky130_fd_sc_hd__nand4_4 | 0 | 1 |
| sky130_fd_sc_hd__inv_1 | 8 | 1 |
| sky130_fd_sc_hd__clkdlybuf4s50_1 | 0 | 9 |
| sky130_fd_sc_hd__o211ai_2 | 1 | 1 |
| sky130_fd_sc_hd__dlygate4sd2_1 | 0 | 8 |
| sky130_fd_sc_hd__ha_4 | 0 | 7 |
[final timing paths]
| check | from | end | slack [ns] |
|---|---|---|---|
| worst min-delay path | DOut1[7] | Sign | 1.88 |
| worst max-delay path | DOut2[3] | Sign | 0.16 |
[routing by layer]
layer	share of wire [%]	track usage, %	vias to the layer above
met2	31	3.21	15
met1	55	3.76	104
li1	-	-	128
met4	0	0	0
met3	13	0.909	0
met5	0	0	-
[kinds of logic after synthesis]
family	count (synthesis)	share of synthesized area, %
AND/OR/NAND/NOR	4	16.8
buffers and inverters	8	13.9
AND-OR/OR-AND	7	23.1
adder cells (fa/ha/maj)	8	46.2
[final cells by class]
class / count / area [µm²] / area share (%)
inverters: 8 / 30.0 / 5.59
multi-input cells: 19 / 289 / 53.8
repair buffers: 17 / 160 / 29.8
well taps: 46 / 57.6 / 10.7
[worst max-delay path, stage by stage]
cell	delay [ns]
sky130_fd_sc_hd__clkdlybuf4s50_1	0.51
sky130_fd_sc_hd__ha_4	0.23
sky130_fd_sc_hd__a21oi_2	0.17
sky130_fd_sc_hd__a21oi_2	0.07
sky130_fd_sc_hd__o22a_1	0.18
sky130_fd_sc_hd__dlygate4sd2_1	0.24
[metrics by stage]
step | worst slack [ns] | total power, µW | hold slack (ns) | TNS, ns
final | 0.158 | 80.4 | 1.88 | 0
after global placement | -0.181 | 61.1 | 2.34 | -0.181
after CTS | 0.167 | 80.0 | 1.89 | 0
after global routing | 0.0827 | 89.4 | 1.96 | 0
after detailed placement | -0.191 | 61.8 | 2.31 | -0.191
after floorplan | 0.807 | 28.1 | 1.34 | 0
No activity file was given, so power comes from the tool's default toggle rates.
