## design/flow/config.mk

```make
export PLATFORM = sky130hd
export DESIGN_NAME = memory_8x8
export DESIGN_NICKNAME = memory_8x8
export VERILOG_FILES = /design/flow/design.v
export SDC_FILE = /design/flow/constraint.sdc
export NUM_CORES = 4
export LEC_CHECK = 1
export CORE_UTILIZATION = 40
```

## design/flow/design.v

```verilog
module memory_8x8(DOut1, AddrA, WEA, DataInA, clock);
output reg [7:0] DOut1;
input wire [2:0] AddrA;
input wire WEA;
input wire [7:0] DataInA;
input clock;
reg [7:0] memory_8x8 [7:0];
always @(posedge clock)
begin
	if(WEA)
	begin
		memory_8x8[AddrA] <= DataInA;
	end
	else
	begin
		DOut1 <= memory_8x8[AddrA];
	end
end
endmodule
```

## design/flow/run.sh

```bash
#!/bin/bash
# OpenROAD 26Q1-2900-gdf79404cd8, Yosys 0.63+post, stock flow scripts
make -C /OpenROAD-flow-scripts/flow DESIGN_CONFIG=/design/flow/config.mk WORK_HOME=/design/flow/orfs finish
```

## design/flow/constraint.sdc

```tcl
current_design memory_8x8

set clk_period 3.1
set clk_io_pct 0.2

create_clock -name clk0 -period $clk_period [get_ports {clock}]

set non_clock_inputs [all_inputs -no_clocks]
set_input_delay [expr $clk_period * $clk_io_pct] -clock clk0 $non_clock_inputs
set_output_delay [expr $clk_period * $clk_io_pct] -clock clk0 [all_outputs]
```

==> impl_metrics.json <==
{
  "chip_area_mm2": 0.00734,
  "hold_class": "flop to flop",
  "maxSlewHeadroom_pct": 60.5,
  "ioPinCount": 21,
  "yosys_most_used_dff": "edfxtp_1",
  "ys_ff": 72,
  "synth_cells": 141,
  "dp.cells": 268,
  "met3_length_um": 374,
  "grtUsageTotal_pct": 15.0,
  "path_class": "primary input to flop",
  "holdPathStages": 1,
  "ys_area_mm2": 0.00280,
  "gp_congestion": 0.823,
  "first_iter_violations": 47,
  "endpoint_kind": "flop",
  "ant_nets": 0,
  "ys_cells": 141,
  "drive_above_1_share_pct": 18.1,
  "clock_path_buffers": 2,
  "synth_seq_share_pct": 77.2,
  "p_sw_uw": 369,
  "antenna_found_initial": 0,
  "clock_sinks": 72,
  "cts_buffers": 9,
  "wl_met1_um": 1890,
  "setup_tns_ns": 0,
  "post-cts-setup-buffers": 0,
  "finalClockPeriodUsage_pct": 76.9,
  "grt_pass1_vias": 1503,
  "final_util_pct": 49.9,
  "first_pass_iters": 4,
  "cp_max_fo": 19,
  "grt_pass1_wl_um": 7510,
  "yosysWarnings": 1,
  "highest_layer": "met4",
  "clock_latency_ns": 0.33,
  "layout.cells.non_filler": 284,
  "crit_required_ns": 3.18,
  "ir_drop_uv": 178,
  "syn_avg_cell_area_um2": 19.9,
  "seq_area_mm2": 0.00216,
  "fp-utilization_pct": 41.2,
  "hpwl_um": 3260,
  "combGateArea_um2": 579,
  "diodes": 0,
  "power_leakage_uw": 0.00118,
  "async_reset_ff_share_pct": 0,
  "portBuffers": 20,
  "worst_pin_slew_ns": 0.591,
  "synth.distinct_cells": 24,
  "fmax_ghz": 0.420,
  "postLayoutCellArea_mm2": 0.00339,
  "drc": 0,
  "fp.coreArea_mm2": 0.00679,
  "rsz0062_at_grt": "false",
  "route.vias.total": 1373,
  "num-fill-cells": 551,
  "setup_viol": 0,
  "combPwrFrac_pct": 6.7,
  "fin_crit_ns": 2.38,
  "cts_root_buffer": "clkbuf_8",
  "status": "finished, final reports clean",
  "start_kind": "primary input",
  "drv_slew": 0,
  "routedWlPerCell_um": 16.6,
  "cts_resized": 0,
  "clkPwrFrac_pct": 34.8,
  "cp.arrival_ns": 2.46,
  "p_per_area_mw_per_mm2": 565,
  "cts_tree": "done",
  "dieWidth_um": 85.7,
  "placed_cell_area_mm2": 0.00321,
  "p_seq_share_pct": 58.5,
  "worst_r2r_path_depth": 2,
  "synth-edff-count": 72,
  "p_int_uw": 1540,
  "skew_ns": 0.00601,
  "hold_viol": 0,
  "area_growth_pct": 20.9,
  "whs_ns": 0.585,
  "grt-ovfl-total": 0,
  "grt_max_degree": 25,
  "warning_count": 25,
  "wl_um": 4700,
  "viasPerCell": 4.83,
  "switching_share_pct": 19.3,
  "num_rows": 30,
  "wl_met2_um": 2380,
  "clk_pin_slew_ns": 0.06,
  "drv_cap": 0,
  "htree_num_levels": 3,
  "syn_area_mm2": 0.00280,
  "holdBufCountCts": 0,
  "die_y_um": 85.7
}
==> power by group through the flow <==
stage | Sequential (µW) | Combinational [µW] | Clock, µW
global route | 1120 | 140 | 725
CTS | 1120 | 130 | 680
finish | 1120 | 128 | 665
==> sequential cells by signal (all words and copies together) (netlist names) <==
| signal | cells |
|---|---|
| DOut1 | 8 |
| memory_8x8 | 64 |
==> cell usage in the layout, fill, tap and decap left out, types with 3 or more instances in the layout <==
cell type,count
inv_1,3
nor2_1,8
mux4_1,8
nor3_1,3
o22ai_1,4
clkbuf_8,9
nand2_1,4
clkdlybuf4s50_1,20
edfxtp_1,72
buf_4,18
mux2i_1,10
nand2b_1,3
mux2_2,4
==> path summary, 6_finish.rpt <==
kind	slack, ns	endpoint	start
worst min-delay path	0.59	DOut1[1]$_DFFE_PN_	memory_8x8[0][1]$_DFFE_PP_
worst max-delay path	0.72	DOut1[1]$_DFFE_PN_	AddrA[0]
worst max register to register	1.68	DOut1[5]$_DFFE_PN_	memory_8x8[4][5]$_DFFE_PP_
worst min register to register	0.59	DOut1[1]$_DFFE_PN_	memory_8x8[0][1]$_DFFE_PP_
==> cell type report <==
class / instances / area share, %
multi-input combinational: 59 / 17.1
sequential: 72 / 63.8
clock buffer: 11 / 3.88
tap: 96 / 3.55
timing repair buffer: 38 / 9.90
clock inverter: 5 / 1.40
inverter: 3 / 0.332
==> cell families after synthesis <==
group                  share of synthesized area, %
buffers and inverters                          2.14
DFF                                            77.2
and+or+nand+nor                                3.57
muxes                                          13.1
AOI/OAI and AO/OA                              4.02
==> layer usage <==
layer	up-vias	track usage, %
met2	49	23.6
met4	0	2.88
li1	660	-
met3	6	6.93
met5	-	0
met1	658	21.1
==> through the flow <==
stage / total power [µW] / setup slack [ns]
2_1_floorplan: 1200 / 0.962
3_3_place_gp: 1270 / 0.402
3_5_place_dp: 1270 / 0.354
4_1_cts: 1930 / 0.704
5_1_grt: 1990 / 0.592
6_report: 1910 / 0.717
==> cells in the mapped netlist, types with 2 or more instances <==
master	count	share of area, %
nor2_1	8	1.1
nand2_1	4	0.54
buf_6	2	0.80
nand3b_1	2	0.54
mux2i_1	10	3.6
nor3_1	3	0.54
inv_1	3	0.40
a211o_1	2	0.63
edfxtp_1	72	77
a311o_1	2	0.71
nand2b_1	3	0.67
a21oi_1	2	0.36
o22ai_1	4	0.89
mux2_2	4	1.6
a211oi_1	2	0.54
mux4_1	8	7.5
buf_2	3	0.54
==> critical path, stage by stage <==
cell and delay, ns:
clkdlybuf4s50_1 0.85, buf_4 0.36, mux2i_1 0.22, o22ai_1 0.10, a311o_1 0.31
Power figures rest on the tool's default switching activity, not on a simulated workload.
