--- flow/config.mk ---
export PLATFORM = sky130hd
export DESIGN_NAME = adder
export DESIGN_NICKNAME = adder
export VERILOG_FILES = /design/flow/design.v
export SDC_FILE = /design/flow/constraint.sdc
export NUM_CORES = 4
export LEC_CHECK = 1
export CORE_AREA = 10 10 70 70
export DIE_AREA = 0 0 80 80
--- flow/constraint.sdc ---
current_design adder

set clk_period 4.6
set clk_io_pct 0.2

create_clock -name clk0 -period $clk_period

set non_clock_inputs [all_inputs -no_clocks]
set_input_delay [expr $clk_period * $clk_io_pct] -clock clk0 $non_clock_inputs
set_output_delay [expr $clk_period * $clk_io_pct] -clock clk0 [all_outputs]
--- flow/design.v ---
module adder (ADDOut,aDOut1,aDOut2);
output [7:0] ADDOut;
input [7:0] aDOut1, aDOut2;
assign {ADDOut} = aDOut1+aDOut2;
endmodule
--- flow/run.sh ---
#!/bin/bash
# OpenROAD 26Q1-2900-gdf79404cd8, Yosys 0.63+post, stock flow scripts
make -C /OpenROAD-flow-scripts/flow DESIGN_CONFIG=/design/flow/config.mk WORK_HOME=/design/flow/orfs finish
==> run summary <==
Implementation results are summarized by area below.

Floorplanning
The horizontal extent of the die is around 80 um. From bottom edge to top edge, the die measures 80 um. The floorplan core density is 9.71%. The initialized floorplan defines 21 standard-cell rows.

After floorplanning, the die was sized to cover 6400 um^2. 24 I/O pins were placed. The area inside the core boundary is between 3000 and 4000 um^2.

GRT
The first global-routing pass estimated 1780 um of wire. Summed over all routing layers, the global router reports a total usage of 3.33%. Recorded from the global router log, the overflow total was 0. On met3, the global router reports a usage of about 2.0%.

The met2 usage in global routing is roughly 4.7%. The via count of the first global-routing pass is about 400. The number of antenna violations at the first check in global routing is 0. Entering global routing, the biggest net connects 7 pins. The most crowded layer after global routing is met2. met1 track demand over resource after global routing is under 10%.

Yosys
The top cell type by area accounts for 26.4% of the synthesized area. The mean cell area of the mapped netlist is approximately 7.9 um^2. In the synthesized netlist, the cells that appear most often are sky130_fd_sc_hd__ha_1 (7), sky130_fd_sc_hd__a21oi_1 (5), sky130_fd_sc_hd__inv_1 (5), sky130_fd_sc_hd__o211ai_1 (3). The leading area contributor after synthesis is sky130_fd_sc_hd__ha_1. The gate count after technology mapping is roughly 42.

The post-synthesis cell type count is 23. The yosys synthesis chip area is 332 um^2. The sequential-to-total area share from yosys stat is 0%. The main area contributors are sky130_fd_sc_hd__ha_1 (26%), sky130_fd_sc_hd__a21oi_1 (7.5%), sky130_fd_sc_hd__o211ai_1 (6.8%).

The post-synthesis instance area is between 300 and 400 um^2. The number of standard cells reported by yosys is ~42. The cell with the most instances after synthesis is sky130_fd_sc_hd__ha_1. Counting the warning lines in the Yosys log gives 0.

Clocking
The number of buffers inserted for hold repair after clock tree synthesis is 0. Post-CTS repair changed the size of 0 cells. The number of post-CTS setup repair buffers is 0.

Route
The wire length recorded after detailed routing is 1130 um. Dividing the detail-routed via count by the number of cells gives between 3 and 4. Per the log, the first TritonRoute iteration ended with a DRC count of 8. After detailed routing, the average wire length per cell comes to around 10 um. Before antenna repair, the detailed router went through 4 iterations. The final antenna-violating net count is 0. 0 antenna diodes ended up in the layout.

In the routed design, unresolved DRC markers number 0. The detailed router placed 393 vias in this run.

Run
The tool warning count is 32. The max-cap violation count is 0.

Setup path
The critical path maximum fanout is 3. The most numerous cell type found on the critical path is sky130_fd_sc_hd__clkdlybuf4s50_1. The highest-delay cell along the critical path is sky130_fd_sc_hd__clkdlybuf4s50_1.

The worst path arrival time is ~3000 ps. The report lists the cells along the critical path as clkdlybuf4s50_1 -> ha_1 -> inv_1 -> fa_1 -> nor2b_4 -> o31a_1 -> o311ai_1 -> clkdlybuf4s50_1. Looking at the setup timing report, the critical path kind is in2out.

The delay of the slowest cell on the worst path is roughly 520 ps. STA classifies the critical path startpoint as an input pin. For the worst setup path, the data required time is between 3000 and 4000 ps. The worst setup path is captured at an output port.

Worst hold path
Looking at the hold checks, the worst path lands on ADDOut[0]. The worst hold path startpoint is aDOut2[0]. The worst hold path depth is 3. The worst min-delay path category is in2out.

Pwr
The ratio of total power to cell area is 124 nW/um^2. The static leakage power is around 0.24 nW. The worst supply voltage drop on vdd is around 0.036 mV.

STA
The top achievable clock speed is ~0.26 GHz. The worst hold slack is about 2900 ps. The final worst-path cycle share is between 80% and 90%. For reference, the final report shows the max-slew violation count at 0. At the pin with the least slew margin, the transition time is 395 ps. The post-route setup TNS is 0 ps. The headroom to the max-slew limit is 73.5%. The worst setup margin is roughly 700 ps. The count of endpoints failing setup in the final report is 0. Setup repair after global routing left no endpoint under its margin. After layout, the minimum clock period comes to 3900 ps. The final count of hold timing violations is 0.

Outcome
The flow ran to the end, and the final reports show no timing, DRC or antenna violations.

Placed design
The number of input and output port buffers inserted is 24. The worst slack at placement is 678 ps. Once placement finished, the instance area stood at between 600 and 700 um^2. The final weighted congestion of routability-driven global placement is roughly 0.76.

Finish
The clock buffer count is 0. The design area is approximately 630 um^2. The area taken by flip-flops and latches is 0 um^2.

The sequential cell count is 0. From synthesis to final layout, the design area changed by 89.8%. The finished layout reports a core utilization of ~18%. The fraction of layout instances using a drive strength above 1 is 1.52%.
[per-layer routing]
layer,up-vias,part of all wire (%)
met5,-,0
li1,209,-
met3,0,18
met2,18,38
met4,0,0
met1,166,44
[metrics by stage]
step	total power, mW	std cells
2_1_floorplan	0.0331	42
6_report	0.0778	112
4_1_cts	0.0798	112
3_3_place_gp	0.0784	112
3_5_place_dp	0.0789	112
5_1_grt	0.0874	112
[cells by family (layout without fill, tap and decap cells)]
| logic type | after synthesis | in the layout | synth area share (%) |
|---|---|---|---|
| simple gates | 7 | 7 | 14.0 |
| xor+xnor | 4 | 4 | 10.6 |
| buf+inv | 5 | 29 | 5.66 |
| compound gates | 18 | 18 | 37.4 |
| fa+ha+maj | 8 | 8 | 32.5 |
[how the worst max path moves through the flow]
stage,cells after the start,slack [ps],start,endpoint
CTS,8,670,aDOut1[0],ADDOut[6]
global route,8,540,aDOut1[0],ADDOut[6]
finish,8,700,aDOut1[0],ADDOut[6]
[placed cells by master, fill, tap and decap left out, types with 2 or more instances in the layout]
cell type | Yosys | final
sky130_fd_sc_hd__a21oi_1 | 5 | 5
sky130_fd_sc_hd__clkdlybuf4s50_1 | 0 | 24
sky130_fd_sc_hd__ha_1 | 7 | 7
sky130_fd_sc_hd__inv_1 | 5 | 5
sky130_fd_sc_hd__o211ai_1 | 3 | 3
sky130_fd_sc_hd__o21ai_0 | 2 | 2
sky130_fd_sc_hd__xnor2_1 | 2 | 2
sky130_fd_sc_hd__xor2_1 | 2 | 2
[power breakdown]
group | total (mW) | switching (mW) | leakage (nW) | internal, mW
Clock | 0 | 0 | 0 | 0
Combinational | 0.0778 | 0.0271 | 0.242 | 0.0506
Sequential | 0 | 0 | 0 | 0
Total | 0.0778 | 0.0271 | 0.242 | 0.0506
[worst max-delay path: cells and delay by family]
family          cells  cell delay [ps]
compound gates      2              520
fa+ha+maj           2              480
buf+inv             3              990
simple gates        1               60
[area by class of cell]
class / instances / area, um^2
Tap cell: 46 / 57.6
Timing Repair Buffer: 24 / 240
Multi-Input combinational cell: 37 / 313
Inverter: 5 / 18.8
Fill cell: 395 / 2790
Power figures rest on the tool's default switching activity, not on a simulated workload.
